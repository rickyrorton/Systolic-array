File: design/flow/config.mk
export PLATFORM = sky130hd
export DESIGN_NAME = top
export DESIGN_NICKNAME = top
export VERILOG_FILES = /design/flow/design.v
export SDC_FILE = /design/flow/constraint.sdc
export NUM_CORES = 4
export LEC_CHECK = 1
export CORE_UTILIZATION = 30
File: design/flow/constraint.sdc
current_design top

set clk_period 5.6
set clk_io_pct 0.2

create_clock -name clk0 -period $clk_period [get_ports {axi_clk}]

set non_clock_inputs [all_inputs -no_clocks]
set_input_delay [expr $clk_period * $clk_io_pct] -clock clk0 $non_clock_inputs
set_output_delay [expr $clk_period * $clk_io_pct] -clock clk0 [all_outputs]
File: design/flow/run.sh
#!/bin/bash
# OpenROAD 26Q1-2900-gdf79404cd8, Yosys 0.63+post, stock flow scripts
make -C /OpenROAD-flow-scripts/flow DESIGN_CONFIG=/design/flow/config.mk WORK_HOME=/design/flow/orfs finish
File: design/flow/design.v
module top (
    input axi_clk,axi_rst_n,
    output reg m_axis_valid,
    output reg [127:0] m_axis_data,
    input m_axis_ready,
    input s_axis_valid,
    input [63:0] s_axis_data,
    output reg s_axis_ready
);
    wire [127:0] result;
    wire valid_out;
    systolic_array uut (
        .clk(axi_clk),
        .reset(!axi_rst_n),
        .matrixA(s_axis_data[63:32]),
        .matrixB(s_axis_data[31:0]),
        .valid_in(s_axis_valid),
        .result(result),
        .valid_out(valid_out)
    );
    always @(posedge axi_clk or negedge axi_rst_n) begin
        if (!axi_rst_n) begin
            m_axis_valid <= 0;
            m_axis_data <= 128'd0;
            s_axis_ready <= 1;
        end else begin
            m_axis_valid <= valid_out;
            m_axis_data <= result;
            s_axis_ready <= 1;
        end
    end
endmodule
module int8mac (
    input signed [7:0] inA,
    input signed [7:0] inB,
    input clk, reset,
    output reg signed [7:0] outA,
    output reg signed [7:0] outB,
    output signed [7:0] result 
);
reg [15:0] product;
wire [7:0] norm_product;
normalize norm(.data_in(product), .data_out(norm_product));
always @(posedge clk or negedge reset) begin
    if (!reset) begin
        product <= 16'd0;
        outA <= 8'd0;
        outB <= 8'd0;
    end
    else begin
        product <= product + inA*inB;
        outA <= inA;
        outB <= inB;
    end
end
assign result = norm_product;
endmodule
module normalize (
    input signed [15:0] data_in,
    output reg signed [7:0] data_out
);
    always @(*) begin
        if (data_in >= 128) begin
            data_out = 8'd127;
        end else if (data_in <= -128) begin
            data_out = -8'd128;
        end else begin
            data_out = $signed(data_in[7:0]);
        end
    end
endmodule
module systolic_array(
    input clk,
    input reset,
    input [31:0] matrixA,
    input [31:0] matrixB,
    input valid_in,
    output [127:0] result,
    output reg valid_out
);
    wire [31:0] inA,inB;
    wire [7:0] inA0,inA1,inA2,inA3,inA4,inA5,inA6,inA7,inA8,inA9,inA10,inA11,inA12,inA13,inA14,inA15;
    wire [7:0] inB0,inB1,inB2,inB3,inB4,inB5,inB6,inB7,inB8,inB9,inB10,inB11,inB12,inB13,inB14,inB15;
    wire [7:0] out0,out1,out2,out3,out4,out5,out6,out7,out8,out9,out10,out11,out12,out13,out14,out15;
    assign inA = valid_in ? matrixA : 32'd0;
    assign inB = valid_in ? matrixB : 32'd0;
    reg [3:0]count;
    reg [7:0] inA1_buf0,inA2_buf0,inA2_buf1,inA3_buf0,inA3_buf1,inA3_buf2;
    reg [7:0] inB4_buf0,inB8_buf0,inB8_buf1,inB12_buf0,inB12_buf1,inB12_buf2;
    assign inA0 = inA[31:24];
    assign inA1 = inA[23:16];
    assign inA2 = inA[15:8];
    assign inA3 = inA[7:0];
    assign inB0 = inB[31:24];
    assign inB4 = inB[23:16];
    assign inB8 = inB[15:8];
    assign inB12 = inB[7:0];
    assign result = {out0,out1,out2,out3,out4,out5,out6,out7,out8,out9,out10,out11,out12,out13,out14,out15};
    int8mac mac0(inA0,inB0,clk,reset,inA4,inB1,out0);
    int8mac mac1(inA1_buf0,inB1,clk,reset,inA5,inB2,out1);
    int8mac mac2(inA2_buf1,inB2,clk,reset,inA6,inB3,out2);
    int8mac mac3(inA3_buf2,inB3,clk,reset,inA7,,out3);
    int8mac mac4(inA4,inB4_buf0,clk,reset,inA8,inB5,out4);
    int8mac mac5(inA5,inB5,clk,reset,inA9,inB6,out5);
    int8mac mac6(inA6,inB6,clk,reset,inA10,inB7,out6);
    int8mac mac7(inA7,inB7,clk,reset,inA11,,out7);
    int8mac mac8(inA8,inB8_buf1,clk,reset,inA12,inB9,out8);
    int8mac mac9(inA9,inB9,clk,reset,inA13,inB10,out9);
    int8mac mac10(inA10,inB10,clk,reset,inA14,inB11,out10);
    int8mac mac11(inA11,inB11,clk,reset,inA15,,out11);
    int8mac mac12(inA12,inB12_buf2,clk,reset,,inB13,out12);
    int8mac mac13(inA13,inB13,clk,reset,,inB14,out13);
    int8mac mac14(inA14,inB14,clk,reset,,inB15,out14);
    int8mac mac15(inA15,inB15,clk,reset,,,out15);
    always @(posedge clk or negedge reset) begin
        if (!reset) begin
            inA1_buf0 <= 8'd0;
            inA2_buf0 <= 8'd0;
            inA2_buf1 <= 8'd0;
            inA3_buf0 <= 8'd0;
            inA3_buf1 <= 8'd0;
            inA3_buf2 <= 8'd0;
            inB4_buf0 <= 8'd0;
            inB8_buf0 <= 8'd0;
            inB8_buf1 <= 8'd0;
            inB12_buf0 <= 8'd0;
            inB12_buf1 <= 8'd0;
            inB12_buf2 <= 8'd0;
        end else begin
            inA1_buf0 <= inA1;
            inA2_buf0 <= inA2;
            inA2_buf1 <= inA2_buf0;
            inA3_buf0 <= inA3;
            inA3_buf1 <= inA3_buf0;
            inA3_buf2 <= inA3_buf1;
            inB4_buf0 <= inB4;
            inB8_buf0 <= inB8;
            inB8_buf1 <= inB8_buf0;
            inB12_buf0 <= inB12;
            inB12_buf1 <= inB12_buf0;
            inB12_buf2 <= inB12_buf1;
        end
    end
    always @(posedge clk or negedge reset) begin
        if (!reset) begin
            valid_out <= 0;
            count <= 0;
        end else begin
            if (!valid_in) begin
                if (count < 6) begin
                    count <= count + 1;
                end else begin
                    valid_out <= 1;
                end
            end else begin
                count <= 0;
            end
        end
    end
endmodule
==> job_summary.md <==
### Metrics collected by this job

| Metric | Value |
|---|---|
| Worst setup EP type | `flop` |
| GRT Total Usage | `0.141` |
| Period minus WS final | `4920 ps` |
| TritonCTS clock tree | `yes` |
| Relative slew slack | `0.496` |
| Area Growth Syn to Fin | `14.4%` |
| Register share after synthesis | `0.286` |
| Grt ovf | `0` |
| Die x size | `447 um` |
| Net Sw Power | `11700 uW` |
| MUX share of area | `0.000716` |
| Antenna-violating nets left | `0` |
| Worst EP required | `6170 ps` |
| Number of enable flip-flop cells | `0` |
| RSZ-0062 raised after global routing | `no` |
| # Max-Cap Violations | `0` |
| Internal | `16900 uW` |
| Worst Tran Pin Value | `749 ps` |
| Crit path max-delay family | `adder cells` |
| CP Launch Type | `primary input` |
| Iter 0 DRT Violations | `1254` |
| Sinks on Clock Net | `678` |
| Final Hold Fails | `0` |
| Mapped Avg Cell Area | `9.91 um^2` |
| Aoi share | `0.0469` |
| Crit-path cells | `clkdlybuf4s50_1, and2_1, nand2_1, fa_1, inv_1, fa_1, inv_1, fa_1, fa_1, inv_1, ha_1, o21a_1, o31a_2, o21a_1, o211ai_1, a311oi_1, xor2_1` |
| Root buffer cell | `clkbuf_16` |
| Status | `finished clean` |
| Post-CTS sizing | `0` |
| Clk ins delay skew pair | `720 ps` |
| Init Core Util | `0.303` |
| Tool warning count | `29` |
| Placed cells | `8791` |
| Storage cell area | `0.0170 mm^2` |
| Top cell by count, worst path | `fa_1` |
| Combinational fraction of design power | `0.506` |
| Hold_ws | `345 ps` |
| Critical-path top delay cell | `fa_1` |
| Fin util | `0.347` |
| Fillers | `19.3k` |
| Total die area | `0.200 mm^2` |
| CP arrival | `5490 ps` |
| Hold_buf cts | `0` |
| Leakage | `0.0347 uW` |
| Largest net degree at the start of global routing | `126` |
| PnR worst setup slack | `683 ps` |
| IO Pins | `198` |
| Placed cell area | `0.0648 mm^2` |
| Overall via count from detail_route | `38.8k` |
| Routed Wire Length | `129000 um` |
| Number of global-route vias before repair | `41.2k` |
| Synth warnings | `4` |
| Routed len/inst | `14.4 um` |
| CTS buffer count | `88` |
| Clock network fraction of total power | `0.213` |
| CP peak stage delay | `550 ps` |
| CP bufs+invs | `4` |
| Post-CTS setup buffers | `0` |
| Maximum operating frequency | `203 MHz` |
| DRC violations left | `0` |
| Clock slew at reported path FFs | `60 ps` |
| # Cells Yosys | `5989` |
| Async S/R FF share, synth | `1.00` |
| Maximum clock path buffer count | `3` |
| Largest logic family | `adder cells` |
| Xor/xnor share | `0.0304` |
| Final Max Tran Viols | `0` |
| Synth Cell Area | `0.0594 mm^2` |
| Kind of critical path | `in -> reg` |
| First-pass GRT wire length | `216000 um` |
| Area reported by Yosys stat | `0.0594 mm^2` |
| Syn Inst Count | `5989` |
| Sw frac | `0.409` |
| Share of cells above drive strength 1 | `0.0382` |
| Worst clock skew | `32.3 ps` |
| Dominant logic cell type in the layout | `inv_1` |
| Initial antenna violation count | `4` |
| Yosys reg bits | `678` |
| Main flop type | `dfrtp_1` |
| IO Port Bufs | `195` |
| Routability cong. | `0.880` |
| Fa+ha+maj area frac | `0.388` |
| Worst slack, placed | `-41.7 ps` |
| Simple Share, Synth | `0.144` |
| Die H | `447 um` |
| Pwr dens | `421 mW/mm^2` |
| Final instance area | `0.0679 mm^2` |
| VDD IR max | `0.253 mV` |
| Placement row count | `162` |
| Post-DP HPWL | `101000 um` |
| Count of final setup violators | `0` |
| Via/cell ratio | `4.33` |
| Worst Hold Class | `reg -> reg` |
| Crit path max fanout | `4` |
| Share of power burned in registers | `0.281` |
| Ratio of final minimum period to clock period | `0.878` |
| Htree depth | `3` |
| Final cell count without fillers | `8954` |
| Most frequent cells in the layout | `1585 x inv_1, 800 x fa_1, 678 x dfrtp_1, 644 x and2_1, 561 x ha_1` |
| Post-synth cell types | `69` |
| Comb area | `0.0362 mm^2` |
| CORE AREA | `0.196 mm^2` |
| DR pass1 iterations | `5` |
## synth_stat cells, types with 5 or more instances
cell type | n | area, um^2
a31o_2 | 10 | 87.6
nand3b_1 | 5 | 37.5
nand2b_1 | 20 | 125
a21o_1 | 52 | 390
o21ai_1 | 7 | 35.0
o21a_1 | 22 | 165
o21bai_1 | 17 | 128
and2_1 | 644 | 4030
ha_1 | 561 | 7020
dfrtp_1 | 678 | 17000
a31oi_1 | 14 | 87.6
nand4_1 | 39 | 244
a211oi_1 | 14 | 105
o211ai_1 | 11 | 82.6
a21oi_1 | 132 | 661
o21ai_0 | 64 | 320
or3_1 | 9 | 56.3
xnor2_1 | 163 | 1430
fa_1 | 800 | 16000
nor2b_1 | 33 | 206
inv_1 | 1586 | 5950
o31ai_1 | 5 | 37.5
and3_1 | 40 | 250
nand2_1 | 458 | 1720
nor2_1 | 307 | 1150
xor2_1 | 43 | 377
nand3_1 | 18 | 90.1
nor3_1 | 20 | 100
or4_1 | 16 | 120
o31a_1 | 22 | 193
clkbuf_1 | 61 | 229
o311ai_0 | 5 | 43.8
o21ai_2 | 5 | 43.8
nor4_1 | 52 | 325
## registers in the layout, summed over array words and instances, names as in the netlist, 16 cells and up
register           cells
uut.mac6.product      16
uut.mac2.product      16
uut.mac7.product      16
uut.mac15.product     16
uut.mac5.product      16
uut.mac8.product      16
uut.mac10.product     16
uut.mac12.product     16
uut.mac11.product     16
uut.mac1.product      16
uut.mac9.product      16
uut.mac4.product      16
uut.mac14.product     16
uut.mac0.product      16
uut.mac13.product     16
uut.mac3.product      16
m_axis_data          128
## power groups by stage
stage     Combinational (uW)  Sequential [uW]  Clock (uW)
6_report               14500             8030        6100
5_1_grt                17000             8260        6530
4_1_cts                14700             8080        6340
## cells by family (layout without fill, tap and decap cells)
logic type	after synthesis	count (layout)
simple gates	1670	1670
buf+inv	1651	1991
fa+ha+maj	1361	1361
flops	678	678
compound gates	418	418
xor+xnor	206	206
mux	4	4
other cells	1	2
## metrics by stage
stage                     total power [uW]   TNS, ps
after floorplan                      18500  -1641430
after global placement               22600      -113
after detailed placement             22700     -83.0
after CTS                            29200         0
after global routing                 31800         0
final                                28600         0
## worst paths after layout
| check | from | endpoint | slack [ps] | cells after the start |
|---|---|---|---|---|
| setup / recovery | s_axis_data[61] | uut.mac0.product[13] | 680 | 17 |
| hold reg to reg | uut.inA2_buf0[1] | uut.inA2_buf1[1] | 350 | 0 |
| min in group asynchronous | axi_rst_n | m_axis_data[80] | 410 | 1 |
| hold / removal | uut.inA2_buf0[1] | uut.inA2_buf1[1] | 350 | 0 |
| setup reg to reg | uut.mac0.outA[5] | uut.mac4.product[13] | 950 | 15 |
| max in group asynchronous | axi_rst_n | uut.mac7.product[8] | 3390 | 4 |
## layout make-up
class                           count  share of cell area
Inverter                         1587              0.0878
Sequential cell                   678               0.250
Clock buffer                      111              0.0358
Antenna cell                        1           0.0000369
Timing Repair Buffer              242              0.0345
Tap cell                         2624              0.0484
Multi-Input combinational cell   3660               0.533
Clock inverter                     51              0.0104
## routing by layer
metal  wire length [um]  track usage
met1              54600        0.193
met2              59600        0.219
met3              10400       0.0509
met4               4220       0.0369
met5                 13            0
No activity file was given, so power comes from the tool's default toggle rates.
